### /design/flow/run.sh
#!/bin/bash
# OpenROAD 26Q1-2900-gdf79404cd8, Yosys 0.63+post, stock flow scripts
make -C /OpenROAD-flow-scripts/flow DESIGN_CONFIG=/design/flow/config.mk WORK_HOME=/design/flow/orfs finish
### /design/flow/config.mk
export PLATFORM = sky130hd
export DESIGN_NAME = RAM512
export DESIGN_NICKNAME = RAM512
export VERILOG_FILES = /design/flow/design.v
export SDC_FILE = /design/flow/constraint.sdc
export NUM_CORES = 4
export LEC_CHECK = 1
export CORE_UTILIZATION = 50
### /design/flow/constraint.sdc
current_design RAM512

set clk_period 39.7
set clk_io_pct 0.2

create_clock -name clk0 -period $clk_period [get_ports {clk}]

set non_clock_inputs [all_inputs -no_clocks]
set_input_delay [expr $clk_period * $clk_io_pct] -clock clk0 $non_clock_inputs
set_output_delay [expr $clk_period * $clk_io_pct] -clock clk0 [all_outputs]
### /design/flow/design.v
module And(
	input logic a,
	input logic b,
	output logic out
);
	logic nand_out;
	Nand nand_(
		.a(a),
		.b(b),
		.out(nand_out)
	);
	Not not_(
		.in(nand_out),
		.out(out)
	);
endmodule
module DMux(
	input logic in,
	input logic sel,
	output logic a,
	output logic b
);
	logic not_sel;
	Not not_(
		.in(sel),
		.out(not_sel)
	);
	And and1(
		.a(in),
		.b(not_sel),
		.out(a)
	);
	And and2(
		.a(in),
		.b(sel),
		.out(b)
	);
endmodule
module DMux4Way(
	input logic in,
	input logic [1:0] sel,
	output logic a,
	output logic b,
	output logic c,
	output logic d
);
	logic dmux_ab_out;
	logic dmux_cd_out;
	DMux dmux_abcd(
		.in(in),
		.sel(sel[1]),
		.a(dmux_ab_out),
		.b(dmux_cd_out)
	);
	DMux dmux_ab(
		.in(dmux_ab_out),
		.sel(sel[0]),
		.a(a),
		.b(b)
	);
	DMux dmux_cd(
		.in(dmux_cd_out),
		.sel(sel[0]),
		.a(c),
		.b(d)
	);
endmodule
module DMux8Way(
	input logic in,
	input logic [2:0] sel,
	output logic a,
	output logic b,
	output logic c,
	output logic d,
	output logic e,
	output logic f,
	output logic g,
	output logic h
);
	logic dmux_abcd_out;
	logic dmux_efgh_out;
	DMux dmux_abcdefgh(
		.in(in),
		.sel(sel[2]),
		.a(dmux_abcd_out),
		.b(dmux_efgh_out)
	);
	DMux4Way dmux_abcd(
		.in(dmux_abcd_out),
		.sel(sel[1:0]),
		.a(a),
		.b(b),
		.c(c),
		.d(d)
	);
	DMux4Way dmux_efgh(
		.in(dmux_efgh_out),
		.sel(sel[1:0]),
		.a(e),
		.b(f),
		.c(g),
		.d(h)
	);
endmodule
module Mux(
	input logic a,
	input logic b,
	input logic sel,
	output logic out
);
	logic not_sel;
	Not not_(
		.in(sel),
		.out(not_sel)
	);
	logic a_and_not_sel;
	And and1(
		.a(a),
		.b(not_sel),
		.out(a_and_not_sel)
	);
	logic b_and_sel;
	And and2(
		.a(b),
		.b(sel),
		.out(b_and_sel)
	);
	Or or_(
		.a(a_and_not_sel),
		.b(b_and_sel),
		.out(out)
	);
endmodule
module Mux16(
	input logic [msb:lsb] a,
	input logic [msb:lsb] b,
	input logic sel,
	output logic [msb:lsb] out
);
	localparam lsb = 0;
	localparam msb = 15;
	for (genvar i = lsb; i <= msb; ++i)
	begin : mux_loop
		Mux mux(
			.a(a[i]),
			.b(b[i]),
			.sel(sel),
			.out(out[i])
		);
	end
endmodule
module Mux4Way16(
	input logic [msb:lsb] a,
	input logic [msb:lsb] b,
	input logic [msb:lsb] c,
	input logic [msb:lsb] d,
	input logic [1:0] sel,
	output logic [msb:lsb] out
);
	localparam lsb = 0;
	localparam msb = 15;
	logic [msb:lsb] mux_ab_out;
	Mux16 mux_ab(
		.a(a),
		.b(b),
		.sel(sel[0]),
		.out(mux_ab_out)
	);
	logic [msb:lsb] mux_cd_out;
	Mux16 mux_cd(
		.a(c),
		.b(d),
		.sel(sel[0]),
		.out(mux_cd_out)
	);
	Mux16 mux_abcd(
		.a(mux_ab_out),
		.b(mux_cd_out),
		.sel(sel[1]),
		.out(out)
	);
endmodule
module Mux8Way16(
	input logic [msb:lsb] a,
	input logic [msb:lsb] b,
	input logic [msb:lsb] c,
	input logic [msb:lsb] d,
	input logic [msb:lsb] e,
	input logic [msb:lsb] f,
	input logic [msb:lsb] g,
	input logic [msb:lsb] h,
	input logic [2:0] sel,
	output logic [msb:lsb] out
);
	localparam lsb = 0;
	localparam msb = 15;
	logic [msb:lsb] mux_abcd_out;
	Mux4Way16 mux_abcd(
		.a(a),
		.b(b),
		.c(c),
		.d(d),
		.sel(sel[1:0]),
		.out(mux_abcd_out)
	);
	logic [msb:lsb] mux_efgh_out;
	Mux4Way16 mux_efgh(
		.a(e),
		.b(f),
		.c(g),
		.d(h),
		.sel(sel[1:0]),
		.out(mux_efgh_out)
	);
	Mux16 mux_abcdefgh(
		.a(mux_abcd_out),
		.b(mux_efgh_out),
		.sel(sel[2]),
		.out(out)
	);
endmodule
module Nand(
	input logic a,
	input logic b,
	output logic out
);
	assign out = a ~& b;
endmodule
module Not(
	input logic in,
	output logic out
);
	Nand nand_(
		.a(in),
		.b(in),
		.out(out)
	);
endmodule
module Or(
	input logic a,
	input logic b,
	output logic out
);
	logic not_a_out;
	Not not_a(
		.in(a),
		.out(not_a_out)
	);
	logic not_b_out;
	Not not_b(
		.in(b),
		.out(not_b_out)
	);
	Nand nand_(
		.a(not_a_out),
		.b(not_b_out),
		.out(out)
	);
endmodule
module Bit(
	input logic clk,
	input logic in,
	input logic load,
	output logic out
);
	logic mux_out;
	Mux mux(
		.a(out),
		.b(in),
		.sel(load),
		.out(mux_out)
	);
	DFF dff(
		.clk(clk),
		.in(mux_out),
		.out(out)
	);
endmodule
module DFF(
	input logic clk,
	input logic in,
	output logic out
);
	always_ff @(posedge clk)
		out <= in;
endmodule
module RAM512(
	input logic clk,
	input logic [msb:lsb] in,
	input logic load,
	input logic [8:0] address,
	output logic [msb:lsb] out
);
	localparam lsb = 0;
	localparam msb = 15;
	logic loads [0:7];
	DMux8Way dmux(
		.in(load),
		.sel(address[8:6]),
		.a(loads[0]),
		.b(loads[1]),
		.c(loads[2]),
		.d(loads[3]),
		.e(loads[4]),
		.f(loads[5]),
		.g(loads[6]),
		.h(loads[7])
	);
	logic [msb:lsb] register_outs [0:7];
	for (genvar i = 0; i <= 7; ++i)
	begin : ram64_loop
		RAM64 ram64(
			.clk(clk),
			.in(in),
			.load(loads[i]),
			.address(address[5:0]),
			.out(register_outs[i])
		);
	end
	Mux8Way16 mux(
		.a(register_outs[0]),
		.b(register_outs[1]),
		.c(register_outs[2]),
		.d(register_outs[3]),
		.e(register_outs[4]),
		.f(register_outs[5]),
		.g(register_outs[6]),
		.h(register_outs[7]),
		.sel(address[8:6]),
		.out(out)
	);
endmodule
module RAM64(
	input logic clk,
	input logic [msb:lsb] in,
	input logic load,
	input logic [5:0] address,
	output logic [msb:lsb] out
);
	localparam lsb = 0;
	localparam msb = 15;
	logic loads [0:7];
	DMux8Way dmux(
		.in(load),
		.sel(address[5:3]),
		.a(loads[0]),
		.b(loads[1]),
		.c(loads[2]),
		.d(loads[3]),
		.e(loads[4]),
		.f(loads[5]),
		.g(loads[6]),
		.h(loads[7])
	);
	logic [msb:lsb] register_outs [0:7];
	for (genvar i = 0; i <= 7; ++i)
	begin : ram8_loop
		RAM8 ram8(
			.clk(clk),
			.in(in),
			.load(loads[i]),
			.address(address[2:0]),
			.out(register_outs[i])
		);
	end
	Mux8Way16 mux(
		.a(register_outs[0]),
		.b(register_outs[1]),
		.c(register_outs[2]),
		.d(register_outs[3]),
		.e(register_outs[4]),
		.f(register_outs[5]),
		.g(register_outs[6]),
		.h(register_outs[7]),
		.sel(address[5:3]),
		.out(out)
	);
endmodule
module RAM8(
	input logic clk,
	input logic [msb:lsb] in,
	input logic load,
	input logic [2:0] address,
	output logic [msb:lsb] out
);
	localparam lsb = 0;
	localparam msb = 15;
	logic loads [0:7];
	DMux8Way dmux(
		.in(load),
		.sel(address),
		.a(loads[0]),
		.b(loads[1]),
		.c(loads[2]),
		.d(loads[3]),
		.e(loads[4]),
		.f(loads[5]),
		.g(loads[6]),
		.h(loads[7])
	);
	logic [msb:lsb] register_outs [0:7];
	for (genvar i = 0; i <= 7; ++i)
	begin : register_loop
		Register register(
			.clk(clk),
			.in(in),
			.load(loads[i]),
			.out(register_outs[i])
		);
	end
	Mux8Way16 mux(
		.a(register_outs[0]),
		.b(register_outs[1]),
		.c(register_outs[2]),
		.d(register_outs[3]),
		.e(register_outs[4]),
		.f(register_outs[5]),
		.g(register_outs[6]),
		.h(register_outs[7]),
		.sel(address),
		.out(out)
	);
endmodule
module Register(
	input logic clk,
	input logic [msb:lsb] in,
	input logic load,
	output logic [msb:lsb] out
);
	localparam lsb = 0;
	localparam msb = 15;
	for (genvar i = lsb; i <= msb; ++i)
	begin : bit_loop
		Bit bit_(
			.clk(clk),
			.in(in[i]),
			.load(load),
			.out(out[i])
		);
	end
endmodule
==> out/qor.yml <==
sta:
  period_used_pct: 64.3
  finalCriticalPeriod_ns: 25.51
  rsz0062_at_grt: "no"
  hold_viol: 0
  setup_viol: 0
  max_freq_mhz: 39.2
  tightest_slew_ns: 1.27
  slew_headroom_pct: 15.1
  finalSetupTns_ns: 0
  drv_slew: 0
setup_path:
  startpoint: "address[0]"
  critPathMaxStageDelay_ns: 0.89
  critPathSlowestCell: "nor4_2"
  critPathKind: "in -> out"
  crit_buf_inv: 12
  critPathArrivalTime_ns: 17.57
  cp.depth: 20
  cpMostUsedCell: "buf_4"
  cp-end-kind: "output pin"
  startpoint_type: "input port"
  worstPathCellList: "buf_16, buf_4, buf_4, buf_4, buf_4, buf_4, buf_4, buf_4, buf_4, mux2i_1, o221ai_1, a21oi_1, nor2_1, o22ai_1, nor4_1, o311ai_2, buf_4, nor4_2, buf_4, clkdlybuf4s50_1"
  path_delay_family: "buffers and inverters"
  worstPathRequired_ns: 31.76
  cp_max_fo: 47
hold_path:
  holdCritStartpoint: "in[10]"
  min_path_cells: 1
  hold_path.class: "in -> reg"
final_layout:
  design_area_um2: 361000
  layout_top_cell_excl_fill_tap: "edfxtp_1"
  drive_gt1_share_pct: 20.8
  area_delta_synth_final_pct: 12.3
  lay_top_cells: "8192 x edfxtp_1, 1853 x mux2i_1, 1221 x buf_4"
floorplan:
  std_cell_rows: 294
  fp-utilization_pct: 50.2
  coreArea_um2: 641000
  die_area_um2: 647000
  ioPinCount: 43
  die-height_um: 804
  die_w_um: 804
synthesis:
  postSynthSeqShare_pct: 76.4
  syn_area_per_cell_um2: 20.0
  ys_types: 91
  syn-cell-area_um2: 322000
  edf_count: 8192
  ys_cells: 16110
  numSynthFlops: 8192
  async_flop_share_pct: 0
  yosys_area_um2: 322000
  ys.flop_type: "edfxtp_1"
  yosysWarningCount: 11
  netlist_instances: 16110
clock_network:
  clk_pin_slew_ns: 0.06
  postCtsSetupBuffers: 0
  cts_tree: "built"
  cts_resized: 0
  numCtsBuffers: 815
  htree_levels: 6
  cts_root_buffer: "clkbuf_16"
  cts.sinks: 8192
  clock_path_buffers: 4
  cts_hold_buf: 0
detailed_routing:
  drc: 0
  vias: 165408
  ant_nets: 0
  wl_mm: 960
  drtIter0Drc: 11643
  dr.pass1.iters: 6
  vias_per_cell: 6.24
  routedWlPerCell_um: 36.2
global_routing:
  grt_start_max_net_pins: 121
  grt_pass1_vias: 175359
  grt_pass1_wl_mm: 1340
  antenna_found_initial: 67
  grt_usage_pct: 33.5
  grt-ovfl-total: 0
place:
  gp_congestion: 0.928
  dp_hpwl_mm: 589
  place_area_um2: 336000
  port_buffers: 42
job:
  cap_violations: 0
  warnings: 42
power:
  power.density_nw_per_um2: 49.5
  p_total_mw: 17.9
  p_leak_nw: 118
  vdd_drop_max_mv: 0.0412
run_status:
  status: "finished clean"
==> metrics by stage <==
stage,util [%],cells,setup slack (ns),hold WS [ns]
6_report,56.4,26505,14.19,7.18
3_5_place_dp,52.4,24963,14.31,8.37
5_1_grt,56.4,26479,13.68,7.16
2_1_floorplan,-,16110,21.70,8.04
3_3_place_gp,52.4,24961,14.25,8.37
4_1_cts,56.4,26454,14.31,7.12
==> cell usage after synthesis (12+ instances only) <==
library cell / count / area, um2
edfxtp_1: 8192 / 246000
mux2i_1: 1853 / 18500
mux4_2: 955 / 21500
nor2_1: 889 / 3340
o22ai_1: 498 / 3120
o221ai_1: 459 / 4020
a21oi_1: 408 / 2040
clkbuf_1: 317 / 1190
nand2_1: 303 / 1140
o21ai_0: 218 / 1090
a31oi_1: 190 / 1190
mux4_1: 185 / 4860
buf_2: 178 / 891
buf_6: 152 / 1710
nand3_1: 126 / 631
buf_8: 119 / 1790
nor3_1: 99 / 495
o21a_1: 93 / 698
buf_4: 89 / 668
buf_1: 57 / 214
clkbuf_8: 52 / 716
nor4_1: 50 / 313
a211oi_1: 49 / 368
buf_12: 43 / 861
and2_1: 37 / 231
a21o_1: 34 / 255
o211a_1: 33 / 330
a22oi_1: 27 / 203
mux2_2: 25 / 282
nand4_1: 25 / 156
o211ai_1: 25 / 188
o22a_1: 24 / 210
a221oi_1: 20 / 175
a311oi_1: 20 / 175
o31ai_1: 20 / 150
a2111oi_0: 18 / 158
o21bai_1: 17 / 128
o2111ai_1: 12 / 105
==> worst paths after layout <==
kind,end,slack [ns]
worst max-delay path,out[14],14.19
worst min-delay path,flip-flop,7.18
==> kinds of logic (layout without fill, tap and decap cells) <==
family | after synthesis | in the layout | share of synthesized area (%)
other | 0 | 51 | 0
DFF | 8192 | 8192 | 76.4
muxes | 3018 | 3018 | 14.0
buffers and inverters | 1019 | 2779 | 2.52
and+or+nand+nor | 1614 | 1614 | 2.15
AOI/OAI and AO/OA | 2267 | 2267 | 4.84
==> layout make-up <==
| cell class | instances | area, um2 |
|---|---|---|
| inverters | 5 | 36.3 |
| well taps | 8584 | 10700 |
| multi-input cells | 6899 | 68900 |
| clock inverters | 475 | 4310 |
| repair buffers | 1283 | 10100 |
| clock buffers | 1016 | 21200 |
| diodes | 51 | 128 |
| flip-flops and latches | 8192 | 246000 |
| fillers | 46858 | 280000 |
==> per-layer routing <==
layer / GRT usage, % / vias to the layer above / share of wire (%)
met5: 7.37 / - / 0.70
met4: 11.2 / 138 / 4.6
met3: 30.0 / 1820 / 21
met2: 43.9 / 11514 / 44
met1: 41.4 / 82557 / 30
li1: - / 69379 / -
==> power breakdown <==
group	switching, mW	internal, mW
combinational	0.673	0.283
sequential	0.00203	9.52
clock	3.26	4.16
total	3.94	14.0
No activity file was given, so power comes from the tool's default toggle rates.
