--- ./config.mk ---
export PLATFORM = sky130hd
export DESIGN_NAME = CPU
export DESIGN_NICKNAME = CPU
export VERILOG_FILES = /design/flow/design.v
export SDC_FILE = /design/flow/constraint.sdc
export NUM_CORES = 4
export LEC_CHECK = 1
export CORE_UTILIZATION = 40
--- ./constraint.sdc ---
current_design CPU

set clk_period 13.2
set clk_io_pct 0.2

create_clock -name clk0 -period $clk_period [get_ports {clk}]

set non_clock_inputs [all_inputs -no_clocks]
set_input_delay [expr $clk_period * $clk_io_pct] -clock clk0 $non_clock_inputs
set_output_delay [expr $clk_period * $clk_io_pct] -clock clk0 [all_outputs]
--- ./design.v ---
module And(
	input logic a,
	input logic b,
	output logic out
);
	logic nand_out;
	Nand nand_(
		.a(a),
		.b(b),
		.out(nand_out)
	);
	Not not_(
		.in(nand_out),
		.out(out)
	);
endmodule
module And16(
	input logic [msb:lsb] a,
	input logic [msb:lsb] b,
	output logic [msb:lsb] out
);
	localparam lsb = 0;
	localparam msb = 15;
	for (genvar i = lsb; i <= msb; ++i)
	begin : and_loop
		And and_(
			.a(a[i]),
			.b(b[i]),
			.out(out[i])
		);
	end
endmodule
module Mux(
	input logic a,
	input logic b,
	input logic sel,
	output logic out
);
	logic not_sel;
	Not not_(
		.in(sel),
		.out(not_sel)
	);
	logic a_and_not_sel;
	And and1(
		.a(a),
		.b(not_sel),
		.out(a_and_not_sel)
	);
	logic b_and_sel;
	And and2(
		.a(b),
		.b(sel),
		.out(b_and_sel)
	);
	Or or_(
		.a(a_and_not_sel),
		.b(b_and_sel),
		.out(out)
	);
endmodule
module Mux16(
	input logic [msb:lsb] a,
	input logic [msb:lsb] b,
	input logic sel,
	output logic [msb:lsb] out
);
	localparam lsb = 0;
	localparam msb = 15;
	for (genvar i = lsb; i <= msb; ++i)
	begin : mux_loop
		Mux mux(
			.a(a[i]),
			.b(b[i]),
			.sel(sel),
			.out(out[i])
		);
	end
endmodule
module Nand(
	input logic a,
	input logic b,
	output logic out
);
	assign out = a ~& b;
endmodule
module Not(
	input logic in,
	output logic out
);
	Nand nand_(
		.a(in),
		.b(in),
		.out(out)
	);
endmodule
module Not16(
	input logic [msb:lsb] in,
	output logic [msb:lsb] out
);
	localparam lsb = 0;
	localparam msb = 15;
	for (genvar i = lsb; i <= msb; ++i)
	begin : not_loop
		Not not_(
			.in(in[i]),
			.out(out[i])
		);
	end
endmodule
module Or(
	input logic a,
	input logic b,
	output logic out
);
	logic not_a_out;
	Not not_a(
		.in(a),
		.out(not_a_out)
	);
	logic not_b_out;
	Not not_b(
		.in(b),
		.out(not_b_out)
	);
	Nand nand_(
		.a(not_a_out),
		.b(not_b_out),
		.out(out)
	);
endmodule
module Or8Way(
	input logic [7:0] in,
	output logic out
);
	logic or1_out;
	Or or1(
		.a(in[0]),
		.b(in[1]),
		.out(or1_out)
	);
	logic or2_out;
	Or or2(
		.a(in[2]),
		.b(in[3]),
		.out(or2_out)
	);
	logic or3_out;
	Or or3(
		.a(in[4]),
		.b(in[5]),
		.out(or3_out)
	);
	logic or4_out;
	Or or4(
		.a(in[6]),
		.b(in[7]),
		.out(or4_out)
	);
	logic or5_out;
	Or or5(
		.a(or1_out),
		.b(or2_out),
		.out(or5_out)
	);
	logic or6_out;
	Or or6(
		.a(or3_out),
		.b(or4_out),
		.out(or6_out)
	);
	Or or7(
		.a(or5_out),
		.b(or6_out),
		.out(out)
	);
endmodule
module Xor(
	input logic a,
	input logic b,
	output logic out
);
	logic a_or_b;
	Or or_(
		.a(a),
		.b(b),
		.out(a_or_b)
	);
	logic a_nand_b;
	Nand nand_(
		.a(a),
		.b(b),
		.out(a_nand_b)
	);
	And and_(
		.a(a_or_b),
		.b(a_nand_b),
		.out(out)
	);
endmodule
module ALU(
	input logic [msb:lsb] x,
	input logic [msb:lsb] y,
	input logic zx,
	input logic nx,
	input logic zy,
	input logic ny,
	input logic f,
	input logic no,
	output logic [msb:lsb] out,
	output logic zr,
	output logic ng
);
	localparam lsb = 0;
	localparam msb = 15;
	logic [msb:lsb] in [0:1];
	assign in[0] = x;
	assign in[1] = y;
	logic z [0:1];
	assign z[0] = zx;
	assign z[1] = zy;
	logic n [0:1];
	assign n[0] = nx;
	assign n[1] = ny;
	logic [msb:lsb] operands [0:1];
	for (genvar i = 0; i <= 1; ++i)
	begin : operands_loop
		logic [msb:lsb] mux_z_out;
		Mux16 mux_z(
			.a(in[i]),
			.b(0),
			.sel(z[i]),
			.out(mux_z_out)
		);
		logic [msb:lsb] not_mux_z_out;
		Not16 not_mux_z(
			.in(mux_z_out),
			.out(not_mux_z_out)
		);
		Mux16 mux_n(
			.a(mux_z_out),
			.b(not_mux_z_out),
			.sel(n[i]),
			.out(operands[i])
		);
	end
	logic [msb:lsb] x_and_y;
	And16 and_operands(
		.a(operands[0]),
		.b(operands[1]),
		.out(x_and_y)
	);
	logic [msb:lsb] x_plus_y;
	Add16 add_operands(
		.a(operands[0]),
		.b(operands[1]),
		.out(x_plus_y)
	);
	logic [msb:lsb] mux_f_out;
	Mux16 mux_f(
		.a(x_and_y),
		.b(x_plus_y),
		.sel(f),
		.out(mux_f_out)
	);
	logic [msb:lsb] not_mux_f_out;
	Not16 not_mux_f(
		.in(mux_f_out),
		.out(not_mux_f_out)
	);
	Mux16 mux_no(
		.a(mux_f_out),
		.b(not_mux_f_out),
		.sel(no),
		.out(out)
	);
	logic or1_out;
	Or8Way or1(
		.in(out[msb / 2 : lsb]),
		.out(or1_out)
	);
	logic or2_out;
	Or8Way or2(
		.in(out[msb : msb / 2 + 1]),
		.out(or2_out)
	);
	logic or3_out;
	Or or3(
		.a(or1_out),
		.b(or2_out),
		.out(or3_out)
	);
	Not not_or3(
		.in(or3_out),
		.out(zr)
	);
	assign ng = out[msb];
endmodule
module Add16(
	input logic [msb:lsb] a,
	input logic [msb:lsb] b,
	output logic [msb:lsb] out
);
	localparam lsb = 0;
	localparam msb = 15;
	logic carries [lsb + 1:msb];
	HalfAdder ha(
		.a(a[lsb]),
		.b(b[lsb]),
		.sum(out[lsb]),
		.carry(carries[lsb + 1])
	);
	for (genvar i = lsb + 1; i <= msb; ++i)
	begin : adder_loop
		FullAdder fa(
			.a(a[i]),
			.b(b[i]),
			.c(carries[i]),
			.sum(out[i]),
			.carry(carries[i + 1])
		);
	end
endmodule
module FullAdder(
	input logic a,
	input logic b,
	input logic c,
	output logic sum,
	output logic carry
);
	logic sum1;
	logic carry1;
	HalfAdder ha1(
		.a(a),
		.b(b),
		.sum(sum1),
		.carry(carry1)
	);
	logic carry2;
	HalfAdder ha2(
		.a(sum1),
		.b(c),
		.sum(sum),
		.carry(carry2)
	);
	Or or_(
		.a(carry1),
		.b(carry2),
		.out(carry)
	);
endmodule
module HalfAdder(
	input logic a,
	input logic b,
	output logic sum,
	output logic carry
);
	Xor xor_(
		.a(a),
		.b(b),
		.out(sum)
	);
	And and_(
		.a(a),
		.b(b),
		.out(carry)
	);
endmodule
module Inc16(
	input logic [msb:lsb] in,
	output logic [msb:lsb] out
);
	localparam lsb = 0;
	localparam msb = 15;
	logic carries [lsb:msb];
	assign carries[lsb] = 1;
	for (genvar i = lsb; i <= msb; ++i)
	begin : adder_loop
		HalfAdder ha(
			.a(in[i]),
			.b(carries[i]),
			.sum(out[i]),
			.carry(carries[i + 1])
		);
	end
endmodule
module Bit(
	input logic clk,
	input logic in,
	input logic load,
	output logic out
);
	logic mux_out;
	Mux mux(
		.a(out),
		.b(in),
		.sel(load),
		.out(mux_out)
	);
	DFF dff(
		.clk(clk),
		.in(mux_out),
		.out(out)
	);
endmodule
module DFF(
	input logic clk,
	input logic in,
	output logic out
);
	always_ff @(posedge clk)
		out <= in;
endmodule
module PC(
	input logic clk,
	input logic [15:0] in,
	input logic inc,
	input logic load,
	input logic reset,
	output logic [15:0] out
);
	logic [15:0] incremented;
	Inc16 inc16(
		.in(out),
		.out(incremented)
	);
	logic [15:0] mux_inc_out;
	Mux16 mux_inc(
		.a(out),
		.b(incremented),
		.sel(inc),
		.out(mux_inc_out)
	);
	logic [15:0] mux_load_out;
	Mux16 mux_load(
		.a(mux_inc_out),
		.b(in),
		.sel(load),
		.out(mux_load_out)
	);
	logic [15:0] mux_reset_out;
	Mux16 mux_reset(
		.a(mux_load_out),
		.b(0),
		.sel(reset),
		.out(mux_reset_out)
	);
	Register register(
		.clk(clk),
		.in(mux_reset_out),
		.load(1),
		.out(out)
	);
endmodule
module Register(
	input logic clk,
	input logic [msb:lsb] in,
	input logic load,
	output logic [msb:lsb] out
);
	localparam lsb = 0;
	localparam msb = 15;
	for (genvar i = lsb; i <= msb; ++i)
	begin : bit_loop
		Bit bit_(
			.clk(clk),
			.in(in[i]),
			.load(load),
			.out(out[i])
		);
	end
endmodule
module CPU(
	input logic clk,
	input logic [15:0] inM,
	input logic [15:0] instruction,
	input logic reset,
	output logic [15:0] outM,
	output logic writeM,
	output logic [14:0] addressM,
	output logic [14:0] pc
);
	logic [15:0] A_in;
	Mux16 mux_A(
		.a({1'b0, instruction[14:0]}),  
		.b(outM),  
		.sel(instruction[15]),
		.out(A_in)
	);
	logic [15:0] A_out;
	Register A(
		.clk(clk),
		.in(A_in),
		.load(~instruction[15] | instruction[5]),  
		.out(A_out)
	);
	logic [15:0] D_out;
	Register D(
		.clk(clk),
		.in(outM),  
		.load(instruction[15] & instruction[4]),  
		.out(D_out)
	);
	logic [15:0] mux_a_out;  
	Mux16 mux_a(
		.a(A_out),  
		.b(inM),  
		.sel(instruction[12]),  
		.out(mux_a_out)
	);
	logic zr;
	logic ng;
	ALU ALU(
		.x(D_out),
		.y(mux_a_out),
		.zx(instruction[11]),
		.nx(instruction[10]),
		.zy(instruction[9]),
		.ny(instruction[8]),
		.f(instruction[7]),
		.no(instruction[6]),
		.out(outM),
		.zr(zr),
		.ng(ng)
	);
	PC PC(
		.clk(clk),
		.in(A_out),  
		.inc(1),
		.load(
			instruction[15] & (
				instruction[2] & ng
				| instruction[1] & zr
				| instruction[0] & ~ng & ~zr
			)
		),
		.reset(reset),
		.out(pc)
	);
	assign writeM = instruction[15] & instruction[3];  
	assign addressM = A_out[14:0];
endmodule
--- ./run.sh ---
#!/bin/bash
# OpenROAD 26Q1-2900-gdf79404cd8, Yosys 0.63+post, stock flow scripts
make -C /OpenROAD-flow-scripts/flow DESIGN_CONFIG=/design/flow/config.mk WORK_HOME=/design/flow/orfs finish
==> flow_metrics.tcl <==
# place-and-route summary
set metrics [dict create \
    status "finished, final reports clean" \
    dr.pass1.iters 5 \
    synth.area.top_cells "edfxtp_1, ha_1, buf_4, dfxtp_1, xnor2_1" \
    slew_violations 0 \
    ys_cells 443 \
    route.detailed.drc 0 \
    min_period_ns 12.85 \
    async_flop_share_pct 0 \
    num_rows 37 \
    antenna_cells 0 \
    ff_type "edfxtp_1" \
    post_cts_buffers 0 \
    path_clk_slew_ns 0.09 \
    num_vias 3025 \
    worstSetupPathType "in -> out" \
    ioPinCount 81 \
    clockBufferDepth 2 \
    min_period_over_period_pct 97.3 \
    worstHoldStart "PC.register.bit_loop[0].bit_.dff.out" \
    grt_max_degree 44 \
    core_area_sq_um 10500 \
    power_uw 587 \
    drtIter0Drc 123 \
    fin_cells 603 \
    drt_wl_total_um 9770 \
    synthCells 443 \
    cp_common_cell "fa_1" \
    setup_viol 0 \
    crit_fanout 5 \
    fmax_ghz 0.0778 \
    io_buffers 80 \
    cts_tree "built" \
    rsz0062_at_grt "false" \
    grt-ovfl-total 0 \
    reg2regPathDepth 27 \
    cp_top_family "adder cells" \
    setup_tns_ns 0 \
    place_inst 595 \
    clk_latency_ns 0.30 \
    initCoreUtil_pct 41.7 \
    antenna_found_initial 0 \
    place_hpwl_um 7490 \
    syn_area_sq_um 4360 \
    cp_data_required_time_ns 10.56 \
    grt_pass1_wl_um 15800 \
    die_area_sq_um 11300 \
    grtUsageTotal_pct 18.8 \
    top_area_share_pct 22.0 \
    wl_per_cell_um 16.2 \
    hold_depth 2 \
    end_kind "output pin" \
    htreeDepth 2 \
    syn_area_per_cell_sq_um 9.84 \
    via_per_inst 5.02 \
    cts_root_buffer "clkbuf_8" \
    yosys.cell_types.count 53 \
    crit_arrival_ns 10.21 \
    cap_violations 0 \
    wl_met3_um 445 \
    slew_headroom_pct 41.5 \
    cts_made_buffers 5 \
    synth_seq_share_pct 28.9 \
    hold_buffers 0 \
    ys_seq_elements 47 \
    antenna_left 0 \
    synth-warning-count 18 \
    grt_pass1_vias 3026 \
    startpoint_type "input pin" \
    fp.dieH_um 106 \
    r2r_end "PC.register.bit_loop[14].bit_.dff.out" \
    cts_sinks 47 \
    area_growth_pct 14.2 \
    critPathSlowestCell "clkdlybuf4s50_1" \
    wl_met2_um 4530 \
    worst-r2r-setup-slack_ns 4.55 \
    wl_met1_um 4740 \
    edf_count 32 \
    ys_area_sq_um 4360 \
    min_path_type "reg -> reg" \
    ir_drop_uv 53.5 \
    tightest_slew_ns 0.877 \
    drive_above_1_share_pct 10.9 \
    hold_end "PC.register.bit_loop[0].bit_.dff.out" \
    cpPeakStageDelay_ns 0.50 \
    place_congestion 0.873 \
    largest_area_cell "edfxtp_1" \
    power_leakage_nw 2.10 \
    warnings 39 \
    top_layer_used "met4" \
    path_buffers 4 \
    final-hold-violation-count 0 \
    die_x_um 106 \
    finClkSkew_ns 0.00688 \
    fin_ws_ns 0.352 \
    post-place-ws_ns 0.126 \
    power-per-cell-area_nw_per_um2 118 \
    crit_chain "clkdlybuf4s50_1, nand2b_1, xnor2_1, ha_2, inv_1, fa_1, fa_1, fa_1, fa_1, fa_1, fa_1, fa_1, fa_1, fa_1, fa_1, fa_1, fa_2, fa_1, fa_1, xnor2_1, mux2i_2, xor2_2, inv_2, clkdlybuf4s50_1" \
]
kinds of logic (layout without fill, tap and decap cells):
| logic type | count (synthesis) | count (layout) | synth area share [%] |
|---|---|---|---|
| muxes | 38 | 38 | 9.24 |
| xor gates and xnor gates | 50 | 50 | 10.2 |
| buffers and inverters | 110 | 134 | 14.8 |
| DFF | 47 | 47 | 28.9 |
| and+or+nand+nor | 108 | 108 | 14.7 |
| AOI/OAI and AO/OA | 47 | 47 | 7.32 |
| adders and majority gates | 43 | 43 | 14.8 |
synth_stat cells, drive strengths merged (15+ instances only):
cell type / number
nor2: 20
ha: 29
dfxtp: 15
xor2: 17
inv: 35
edfxtp: 32
buf: 66
mux2: 15
nand4: 16
nand2b: 17
mux2i: 23
xnor2: 33
a21oi: 15
stage by stage:
step | utilization [%] | hold WS, ns | area, sq um
6_report | 47.6 | 0.580 | 4980
5_1_grt | 47.6 | 0.649 | 4980
4_1_cts | 47.5 | 0.588 | 4970
3_5_place_dp | 46.7 | 0.567 | 4890
3_3_place_gp | 46.7 | 0.556 | 4890
2_1_floorplan | - | 0.523 | 4360
cells in the final DEF (no fill, tap or decap), types with 2 or more instances in the layout:
cell type,count
a21oi_1,15
a31oi_1,5
and2_1,3
and3_1,6
buf_4,10
clkbuf_8,5
clkdlybuf4s50_1,78
dfxtp_1,15
edfxtp_1,32
fa_1,13
ha_1,28
inv_1,34
mux2_2,14
mux2i_1,22
nand2_1,11
nand2b_1,17
nand3_1,4
nand3b_1,3
nand4_1,14
nor2_1,20
nor2b_1,2
nor3_1,12
o21ai_0,8
o31ai_1,13
or3_1,4
xnor2_1,33
xor2_1,16
worst max path at each step:
stage	start	end	slack, ns	depth (start not counted)
finish	instruction[11]	outM[15]	0.35	24
global route	instruction[11]	outM[14]	0.07	23
CTS	instruction[12]	outM[15]	0.12	25
what timing repair did:
item | CTS | global route
endpoints found under the hold margin | 0 | 0
setup endpoints to repair | 0 | 2
gates resized | 0 | 3
report_power, final:
group	internal (mW)	switching [mW]	total, mW
clock	0.0373	0.0505	0.0879
combinational	0.157	0.134	0.291
sequential	0.191	0.0165	0.207
total	0.385	0.201	0.587
routing by layer:
metal	GRT usage (%)	vias up
met4	1.09	0
met3	2.63	2
li1	-	1504
met2	29.7	69
met1	29.7	1450
met5	0	-
worst register-to-register path: stages, from the launching register on:
cell and delay, ns:
edfxtp_1 0.43, mux2i_1 0.18, nor2_1 0.07, xor2_1 0.15, ha_2 0.22, inv_1 0.05
fa_1 0.37, fa_1 0.38, fa_1 0.38, fa_1 0.38, fa_1 0.38, fa_1 0.38
fa_1 0.38, fa_1 0.39, fa_1 0.39, fa_1 0.38, fa_1 0.40, fa_2 0.39
fa_1 0.39, fa_1 0.39, xnor2_1 0.19, mux2i_2 0.11, xor2_2 0.17, inv_2 0.10
and3_1 0.54, clkinv_1 0.53, a31oi_1 0.29, a211oi_1 0.07
area by class of cell:
cell class	count	area (sq um)
inverter	36	135
clock buffer	6	72.6
timing repair buffer	90	873
sequential	47	1260
multi-input combinational	286	2450
tap	136	170
clock inverter	2	11.3
fill	982	5480
No activity file was given, so power comes from the tool's default toggle rates.
